### flow/config.mk
export PLATFORM = sky130hd
export DESIGN_NAME = Project2_top
export DESIGN_NICKNAME = Project2_top
export VERILOG_FILES = /design/flow/design.v
export SDC_FILE = /design/flow/constraint.sdc
export NUM_CORES = 4
export LEC_CHECK = 1
export CORE_UTILIZATION = 30
### flow/constraint.sdc
current_design Project2_top

set clk_period 2.1
set clk_io_pct 0.2

create_clock -name clk0 -period $clk_period [get_ports {KEY0}]
create_clock -name clk1 -period $clk_period [get_ports {clk}]

set non_clock_inputs [all_inputs -no_clocks]
set_input_delay [expr $clk_period * $clk_io_pct] -clock clk0 $non_clock_inputs
set_output_delay [expr $clk_period * $clk_io_pct] -clock clk0 [all_outputs]
### flow/design.v
module BCD_counter(Clock, Reset, Enable, BCD3, BCD2, BCD1, BCD0);
	input Clock, Reset, Enable;
	output reg [4:0] BCD3, BCD2, BCD1, BCD0;
	reg initiate;
	always @(posedge Enable)
	begin
		if (Enable == 1)
			initiate = 1;
		else
			initiate = 0;
	end
	always @(posedge Clock)
	begin 
		if (Reset)
		begin
			BCD0 <= 0;
			BCD1 <= 0;
			BCD2 <= 0;
			BCD3 <= 0;
		end
		else if (initiate == 1)
		begin
			if (BCD0 == 4'b1001)
			begin
				BCD0 <= 0;
				if (BCD1 == 4'b1001)
				begin 
					BCD1 <= 0;
					if (BCD2 == 4'b1001)
					begin
						BCD2 <= 0;
						if (BCD3 == 4'b1001)
							BCD3 <= 0;
						else
							BCD3 = BCD3 + 1;
					end
					else
						BCD2 = BCD2 + 1;
				end
				else
					BCD1 = BCD1 + 1;
			end
			else
				BCD0 <= BCD0 + 1;
		end
	end
endmodule
module Clock_divider(clk_50MHz, clk_Mod);
	parameter n = 50000;	
	input clk_50MHz;
	output reg clk_Mod;
	reg [31:0] count;
always @(posedge clk_50MHz)
begin
	count = count + 1;
	if (count == n)
	begin
		clk_Mod = 1;
		count = 0;
	end
	else
		clk_Mod = 0;
end
endmodule
module Delay(Clock, Control, Delay, finished, count);
	input Clock, Control;
	input [11:0] Delay;
	reg initiate, Z;
	output reg finished;
	output reg [11:0] count;	
	always @(Control)
	begin
		if (Control == 1)
			initiate = 1;
		else
			initiate = 0;
	end
	always @(posedge Clock)
	begin
		if (initiate == 1)
		begin
			if (count == 0)
				finished = 1;
			else
				count = count - 1;
		end
		else
		begin
			count = Delay;
			finished = 0;
		end
	end
endmodule 
module FSM(Clock, Reset, Key, SW, Delay, z);
	input Clock, Reset, Key, SW, Delay;
	output [1:0] z;
	reg [1:0] y;
	parameter [1:0] A = 2'b00, B = 2'b01, C = 2'b10, D = 2'b11;
	always @(negedge Reset, posedge Key)
		if (Reset == 0) y <= A;
		else
			case (y)
				A: if (SW)
					begin
						if (Key)		y <= D;
					end
					else if (Key)	y <= B;
					else				y <= A;
				B: if (Delay)
					begin
						if (Key)		y <= C;
					end
					else				y <= B;
				C: if (Key)			y <= A;
					else 				y <= C;
				D: if (SW == 0)
					begin
						if (Key)		y <= A;
					end
					else				y <= D;
				default:		y <= 2'b00;
			endcase
	assign z = y;
endmodule 
module HighScore(Clock, Compare, New3, New2, New1, New0, Current3, Current2, Current1, Current0);
	input Clock, Compare;
	input [3:0] New3, New2, New1, New0;
	output [3:0] Current3, Current2, Current1, Current0;
	assign n[15:12] = New3;
	assign n[11:8] = New2;
	assign n[7:4] = New1;
	assign n[3:0] = New0;
	assign Current3 = c[15:12];
	assign Current2 = c[11:8];
	assign Current1 = c[7:4];
	assign Current0 = c[3:0];
	wire [15:0] n;
	reg [15:0] c;
	always @(posedge Compare)
	begin
		if (Compare)
		begin
			if (c == 0)
				c = n;
			else if (n < c)
				c = n;
			else
				c = c;
		end
	end
endmodule 
module LFSR(Clock, Enable, Seed, FinalD);
	input Clock, Enable;
	input [3:0] Seed;
	reg [3:0] Delay;
	output reg [11:0] FinalD;
	always @(posedge Clock)
	begin
		if (Delay == 0)
			Delay <= Seed;
		else
			Delay <= {Delay[2], Delay[1], Delay[0], (Delay[3] ^ Delay[2])};
	end
	always @(posedge Clock)
	begin
		if (Enable)
		begin
			FinalD[11:8] 	<= Delay;
			FinalD[7:4]		<= ~Delay;
			FinalD[3:0]		<= 0;
		end
	end
endmodule 
module Project2_top(clk, KEY0, KEY1, SW0, LED0, HEX0, DEC0, HEX1, DEC1, HEX2, DEC2, HEX3, DEC3);
	input clk, KEY0, KEY1, SW0;
	output [6:0] HEX3, HEX2, HEX1, HEX0;
	output DEC3, DEC2, DEC1, DEC0, LED0;
	wire clk, delay_finished; 
  	wire [4:0] SEG3, SEG2, SEG1, SEG0;
	wire [4:0] c3, c2, c1, c0;
	wire [3:0] seed = 4'b1001;
	wire [11:0] delay, FinalD, countdown;
	wire [1:0] state;
	wire [3:0] curr3, curr2, curr1, curr0;
	reg init_LFSR, init_Delay, reset_BCD, init_BCD, init_HS, led;
	reg [3:0] temp3, temp2, temp1, temp0;
	parameter [1:0] Idle = 2'b00, Start = 2'b01, Finished = 2'b10, High_Score = 2'b11;
	assign SEG3 = temp3;
	assign SEG2 = temp2;
	assign SEG1 = temp1;
	assign SEG0 = temp0;
	assign LED0 = led;	
	FSM 				fsm0 	(clk, KEY1, KEY0, SW0, delay_finished, state);
	Clock_divider 	div 	(clk, clk_div);
	LFSR 				gen 	(clk_div, init_LFSR, seed, FinalD);
	Delay 			del 	(clk_div, init_Delay, FinalD, delay_finished, countdown);
	BCD_counter 	cnt 	(clk_div, reset_BCD, init_BCD, c3, c2, c1, c0);
	HighScore 		hs 	(clk, init_HS, temp3, temp2, temp1, temp0, curr3, curr2, curr1, curr0);
	SevenSegment sev3 (SEG3, 0, HEX3, DEC3);
	SevenSegment sev2 (SEG2, 1, HEX2, DEC2);
	SevenSegment sev1 (SEG1, 1, HEX1, DEC1);
	SevenSegment sev0 (SEG0, 1, HEX0, DEC0);
	always @(posedge clk)
	begin
		if (state == Idle)
		begin
			init_LFSR = 1;
			init_Delay = 0;
			reset_BCD = 1;
			init_BCD = 0;
			init_HS = 0;
			led = 0;
			temp3 = 1;
			temp2 = 0;
			temp1 = 0;
			temp0 = 0;
		end
		else if (state == Start)
		begin
			if (delay_finished)
			begin
				reset_BCD = 0;
				init_BCD = 1;
				led = 1;
				temp3 = c3;
				temp2 = c2;
				temp1 = c1;
				temp0 = c0;
			end
			else
			begin
				init_Delay = 1;
				temp3 = 0;
				temp2 = 0;
				temp1 = 0;
				temp0 = 0;
			end
		end
		else if (state == Finished)
		begin
			init_BCD = 0;
			init_HS = 1;
			led = 0;
		end 
		else if (state == High_Score)
		begin
			temp3 = curr3;
			temp2 = curr2;
			temp1 = curr1;
			temp0 = curr0;
		end
		else
		begin
			temp3 = 1;
			temp2 = 1;
			temp1 = 1;
			temp0 = 1;
		end
	end
endmodule 
module SevenSegment(bcd, d, seg, dec);
	input [4:0] bcd;
	input d;
	output reg [6:0] seg;
	output dec;
	always @(bcd)
		case(bcd)
			0: seg[6:0] = 7'b1000000;
			1: seg[6:0] = 7'b1111001;
			2: seg[6:0] = 7'b0100100;
			3: seg[6:0] = 7'b0110000;
			4: seg[6:0] = 7'b0011001;
			5: seg[6:0] = 7'b0010010;
			6: seg[6:0] = 7'b0000010;
			7: seg[6:0] = 7'b1111000;
			8: seg[6:0] = 7'b0000000;
			9: seg[6:0] = 7'b0010000;
			10: seg[6:0] = 7'b0001000;
			11: seg[6:0] = 7'b0000011;
			12: seg[6:0] = 7'b1000110;
			13: seg[6:0] = 7'b0100001;
			14: seg[6:0] = 7'b0000110;
			15: seg[6:0] = 7'b0001110;
			default: seg = 7'b1000000;
		endcase
	assign dec = d;
endmodule
### flow/run.sh
#!/bin/bash
# OpenROAD 26Q1-2900-gdf79404cd8, Yosys 0.63+post, stock flow scripts
make -C /OpenROAD-flow-scripts/flow DESIGN_CONFIG=/design/flow/config.mk WORK_HOME=/design/flow/orfs finish
==> results.env <==
OUTCOME='complete, but fails checks'
VIOLATIONS='negative setup slack'
GRT.OVERFLOW.TOTAL=0
SETUP.REG_TO_REG.WORST_SLACK_PS=-160
POWER.LEAKAGE_nW=4.012
PWR-SHARE-COMB_PCT=37.0
IO_BUFFERS=31
PATH_MAX_FANOUT=8
DRT_PASS1_ITERATIONS=5
TIMING.RR.START='div.count[1]'
SYNTH-MAIN-FF-CELL='sky130_fd_sc_hd__dfxtp_1'
CRITICAL_PATH_CLASS='flip-flop to flip-flop'
CRITPATHREQUIREDTIME_PS=2360
YOSYS.CELL_TYPES.COUNT=61
TRACK_USAGE_PCT=13.95
DETAILED_PLACER_S_ENDING_HPWL_UM=11440
SYN_AVG_CELL_AREA_SQ_UM=9.420
CRITPATHCAPTURETYPE='flip-flop'
GRT_FIRST_PASS_WIRELENGTH_UM=26770
NUM_ANTENNA_CELLS=0
CHIPHEIGHT_UM=156.2
CLK_PIN_SLEW_WORST_PATHS_PS=70
YS_FF=146
DRT_DRC_VIOLATIONS_LEFT=0
SYNTHCELLS=757
YOSYS.STAT.SEQSHARE_PCT=45.22
FINALSETUPVIOLCOUNT=9
SYNTH.CELL_AREA_SQ_UM=7131
TIGHTEST_SLEW_PS=753.5
CTS_TREE='built'
SYNTH_ASYNC_SR_FLOP_SHARE_PCT=2.740
WL_UM=16340
POST-SYNTH-TOP-AREA-FRACTION_PCT=32.01
FF2FF_PATH_DEPTH=8
AVG_VIAS_PER_CELL=4.683
MAXIMUM_NUMBER_OF_PINS_ON_ONE_NET_BEFORE_GLOBAL_ROUTE_REPAIR=46
CRITPATHMOSTFREQUENTCELL='sky130_fd_sc_hd__and3_4'
WORST_SLEW_MARGIN_REL_PCT=49.70
CRITICAL_PATH_CELL_COUNT=8
TOTALNEGATIVESETUPSLACK_PS=-1293
FIRST_GLOBAL_VIAS=5571
DIEAREA_SQ_UM=24390
DETAIL-ROUTE-ANTENNA-NETS=0
FINAL.SETUP_SKEW_PS=8.659
POWER.SWITCHING_FRACTION_PCT=31.95
NUM_VIAS=5859
TOP_CELLS_BY_AREA='sky130_fd_sc_hd__dfxtp_1 (32%), sky130_fd_sc_hd__edfxtp_1 (12%), sky130_fd_sc_hd__ha_1 (8.9%), sky130_fd_sc_hd__nor2_1 (3.9%), sky130_fd_sc_hd__xnor2_1 (3.6%)'
CRITICAL_PATH_CELL_BY_CELL='ha_4 > and3_4 > and3_4 > a31oi_4 > or4_4 > nor4_4 > buf_4 > nor2_1'
LARGEST_AREA_CELL='sky130_fd_sc_hd__dfxtp_1'
FLOORPLAN.ROWS=56
R2R_END='div.count[8]'
POWER.CLOCK.FRACTION_PCT=33.0
WORST_PATH_MAX_DELAY_CELL='sky130_fd_sc_hd__or4_4'
LOG.WARNING_COUNT=62
SLOWEST_DELAY_PS=530
NUMBER_OF_UNCONSTRAINED_ENDPOINTS=89
YOSYSCHIPAREA_SQ_UM=7131
STDCELL_COUNT=1251
CRITPATHBUFINV=1
CRIT_PATH_START_KIND='flip-flop'
GP_CONGESTION=0.9025
ANTENNA_FOUND_INITIAL=0
YS.WARNINGS.COUNT=13
WORSTHOLDPATHTYPE='clock port to flip-flop'
SEQ_POWER_SHARE_PCT=30.0
TOP_LEVEL_PORTS=37
FINAL_HOLD_VIOL_COUNT=0
WIRE_PER_INST_UM=13.06
WORSTSETUPSTARTPOINT='div.count[1]'
SETUP_REPAIR_AFTER_GLOBAL_ROUTING_MISSED_ITS_MARGIN='true'
FIN_WS_PS=-164.8
DIE.SIZE.X_UM=156.2
FRACTION_OF_LAYOUT_INSTANCES_USING_A_DRIVE_STRENGTH_ABOVE_1_PCT=29.08
YS_CELLS=757
REGISTER_PINS_LEFT_WITHOUT_A_CLOCK=61
FILL_CELLS=2240
SWITCHINGPOWER_mW=2.659
P_PER_AREA_nW_PER_UM2=849.8
EDF_COUNT=28
TIMING.CRITICAL_PATH.MAX_DELAY_FAMILY='simple AND/OR/NAND/NOR gates'
AREAGROWTHSYNTHTOFINISH_PCT=37.34
INTPOWER_mW=5.664
CRITICAL_PATH_ARRIVAL_PS=2520
IRDROPWORSTVDD_mV=0.5496
INITIAL_UTILIZATION_PCT=30.47
CAPTURING_ELEMENT_OF_THE_WORST_SETUP_PATH='div.count[8]'
TIMING.FINAL.MAX_SLEW_VIOLATIONS=0
DRT-INITIAL-DRC-COUNT=277
MAX_CAP_VIOLATIONS=0
PLACED_CELLS=1202
FLOORPLAN.CORE_AREA_SQ_UM=23400
==> placed cells by master, fill, tap and decap left out, drive strengths merged, types with 6 or more instances in the layout <==
cell,instances
o21ai,17
xor2,24
a21oi,29
mux2i,16
dfxtp,114
nor2,75
or2,17
edfxtp,28
and3,13
ha,51
xnor2,29
nand4,21
nor3,17
o22ai,15
nor4,17
a31oi,10
clkdlybuf4s50,31
inv,57
and2,6
nand3,33
nor2b,8
buf,146
nand2,54
clkbuf,24
a22oi,8
==> final cells by class <==
| type | instances | area, sq um | share of cell area, % |
|---|---|---|---|
| repair buffers | 177 | 1450 | 14.81 |
| multi-input cells | 521 | 3879 | 39.61 |
| flip-flops and latches | 146 | 3234 | 33.03 |
| clock inverters | 7 | 72.57 | 0.7410 |
| inverters | 57 | 221.5 | 2.261 |
| well taps | 319 | 399.1 | 4.076 |
| clock buffers | 24 | 536.8 | 5.481 |
==> Yosys cell counts (3+ instances only) <==
cell and count:
sky130_fd_sc_hd__a21oi_1 29, sky130_fd_sc_hd__nand2b_1 3, sky130_fd_sc_hd__and2_1 6, sky130_fd_sc_hd__buf_4 6
sky130_fd_sc_hd__or2_2 17, sky130_fd_sc_hd__nor2_1 75, sky130_fd_sc_hd__mux2i_1 16, sky130_fd_sc_hd__o21ai_0 16
sky130_fd_sc_hd__mux4_2 4, sky130_fd_sc_hd__dfxtp_1 114, sky130_fd_sc_hd__clkbuf_1 20, sky130_fd_sc_hd__inv_1 53
sky130_fd_sc_hd__dfrtp_1 3, sky130_fd_sc_hd__buf_2 8, sky130_fd_sc_hd__nand4_1 21, sky130_fd_sc_hd__nand3_1 31
sky130_fd_sc_hd__nor2b_1 8, sky130_fd_sc_hd__o22ai_1 15, sky130_fd_sc_hd__and3_1 13, sky130_fd_sc_hd__clkinv_1 4
sky130_fd_sc_hd__and4_1 5, sky130_fd_sc_hd__a22oi_1 8, sky130_fd_sc_hd__xnor2_1 29, sky130_fd_sc_hd__o31a_1 3
sky130_fd_sc_hd__xor2_1 24, sky130_fd_sc_hd__a31oi_1 10, sky130_fd_sc_hd__a21o_1 5, sky130_fd_sc_hd__nor3_1 17
sky130_fd_sc_hd__edfxtp_1 28, sky130_fd_sc_hd__o31ai_1 4, sky130_fd_sc_hd__nor4_1 16, sky130_fd_sc_hd__nand4b_1 3
sky130_fd_sc_hd__a32o_1 4, sky130_fd_sc_hd__ha_1 51, sky130_fd_sc_hd__nand2_1 54
==> through the flow <==
| stage | hold WS, ps | area [sq um] | utilization (%) | total power [mW] | worst slack, ps |
|---|---|---|---|---|---|
| finish | 199.1 | 9793 | 41.85 | 8.323 | -164.8 |
| CTS | 205.6 | 9617 | 41.09 | 8.196 | -148.8 |
| global route | 222.8 | 9793 | 41.85 | 8.842 | -280.9 |
| detailed placement | 63.05 | 8738 | 37.34 | 5.243 | -241.7 |
| global placement | 63.05 | 8738 | 37.34 | 5.224 | -227.9 |
| floorplan | 63.05 | 7246 | - | 3.832 | -167.8 |
==> state kept, by name (all words and copies together), names as in the netlist, 5 cells and up <==
signal and flops:
HEX0 7, HEX1 7, HEX2 7, HEX3 7
cnt.BCD0 5, cnt.BCD1 5, cnt.BCD2 5, cnt.BCD3 5
del.count 12, div.count 32, gen.FinalD 8, hs.c 16
==> how the worst min path moves through the flow <==
stage | start | endpoint | slack (ps) | depth (start not counted)
after global routing | KEY0 | fsm0.y[0] | 220 | 5
final | KEY0 | fsm0.y[0] | 200 | 5
after CTS | KEY0 | fsm0.y[0] | 210 | 5
==> logic make-up after synthesis <==
family	share of synthesized area, %
AOI/OAI and AO/OA	10.09
xor gates and xnor gates	6.510
adders and majority gates	8.949
buffers and inverters	5.352
DFF	45.22
muxes	3.667
other	0.1053
and+or+nand+nor	20.11
==> layer usage <==
layer | up-vias | global-route usage (%) | wire length [um]
met1 | 2749 | 20.72 | 8193
li1 | 2983 | - | -
met2 | 108 | 20.45 | 7135
met3 | 19 | 4.243 | 780
met4 | 0 | 2.661 | 229
met5 | - | 0 | 0
==> power by group through the flow <==
stage         Sequential, mW  Combinational [mW]  Clock (mW)
finish                  2.50                3.08        2.75
global route            2.55                3.40        2.90
CTS                     2.49                2.90        2.81
==> repair_timing <==
action                                  4_1_cts  5_1_grt
hold buffers                                  0        0
gates cloned                                  1        0
buffers inserted                             13        5
pin swaps                                    10       23
endpoints found under the setup margin       23       27
gates resized                                45       30
==> worst reg2reg max path, delay by kind of cell (launching register included) <==
kind | cells | cell delay [ps]
simple gates | 5 | 1360
flops | 1 | 370
buf+inv | 1 | 200
fa+ha+maj | 1 | 150
compound gates | 1 | 80
Power figures rest on the tool's default switching activity, not on a simulated workload.
